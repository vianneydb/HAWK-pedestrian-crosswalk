[design/flow/design.v]
`timescale 1ns / 1ps
module HAWK_controller(
    input clk, YP, NS, reset,
    input wire [3:0] count,
    output reg YL, RL, W, DNW, clr_count, inc_count,
    output reg [3:0] present_state,
    output reg [3:0] next_state
    );
    parameter s0 = 4'h0,
    s1 = 4'h1,
    s2 = 4'h2,
    s3 = 4'h3,
    s4 = 4'h4,
    s5 = 4'h5,
    s6 = 4'h6,
    s7 = 4'h7,
    s8 = 4'h8,
    s9 = 4'h9,
    s10 = 4'hA,
    s11 = 4'hB,
    s12 = 4'hC,
    s13 = 4'hD;
    always @(posedge clk or posedge reset)
    if (reset)
        present_state <= s0;
    else 
        present_state <= next_state;
    always @(*)
        case(present_state)
            s0: if (YP) next_state = s1; else next_state = s0;
            s1: next_state = s2;
            s2: next_state = s3;
            s3: next_state = s4;
            s4: next_state = s5;
            s5: next_state = s6;
            s6: next_state = s7;
            s7: next_state = s8;
            s8: if (NS) next_state = s9; else next_state = s8;
            s9: if (count) next_state = s10; else next_state = s9;
            s10: next_state = s11;
            s11: next_state = s12;
            s12: next_state = s13;
            s13: next_state = s0;
            default: next_state = s0;
        endcase
    always @(present_state) begin
    YL = 0; RL = 0; W = 0; DNW = 0; clr_count = 0; inc_count = 0;
        case (present_state)
            s0: begin
                DNW = 1;
                clr_count = 1;
            end
            s1: begin
                YL = 1;
                DNW = 1;
            end
            s2: begin
                DNW = 1;
            end
            s3: begin
                YL = 1;
                DNW = 1;
            end
            s4: begin
                DNW = 1;
            end
            s5: begin
                YL = 1;
                DNW = 1;
            end
            s6: begin
                DNW = 1;
            end
            s7: begin
                RL = 1;
                DNW = 1;
            end
            s8: begin
                RL = 1;
                W = 1;
            end
            s9: begin
                RL = 1;
                W = 1;
                inc_count = 1;
            end
            s10: begin
                RL = 1;
            end
            s11: begin
                DNW = 1;
            end
            s12: begin
                RL = 1;
            end
            s13: begin
                DNW = 1;
            end
            default: begin 
                YL = 0; RL = 0; W = 0; DNW = 0; clr_count = 0; inc_count = 0; 
            end
        endcase
    end
endmodule
`timescale 1ns / 1ps
module HAWK_datapath(
    input clk, clr_count, inc_count,
    output reg [3:0] count
    );
    always @(posedge clk) begin
        if (clr_count)
            count <= 0;
        else if (inc_count)
        count <= count + 1;
    end
endmodule
`timescale 1ns / 1ps
module HAWK_main(
    input clk, YP, NS, reset,
    output YL, RL, W, DNW,
    output [3:0] present_state
);
    wire clr_count, inc_count;
    wire [3:0] count;
    wire [3:0] next_state;
HAWK_controller C1(.clk(clk),
    .YP(YP),
    .NS(NS),
    .count(count),
    .reset(reset),
    .YL(YL),
    .RL(RL),
    .W(W),
    .DNW(DNW),
    .clr_count(clr_count),
    .inc_count(inc_count),
    .present_state(present_state),
    .next_state(next_state)
);
HAWK_datapath D1(.clk(clk), .clr_count(clr_count), .inc_count(inc_count), .count(count));
endmodule 
[design/flow/run.sh]
#!/bin/bash
# OpenROAD 26Q1-2900-gdf79404cd8, Yosys 0.63+post, stock flow scripts
make -C /OpenROAD-flow-scripts/flow DESIGN_CONFIG=/design/flow/config.mk WORK_HOME=/design/flow/orfs finish
[design/flow/config.mk]
export PLATFORM = sky130hd
export DESIGN_NAME = HAWK_main
export DESIGN_NICKNAME = HAWK_main
export VERILOG_FILES = /design/flow/design.v
export SDC_FILE = /design/flow/constraint.sdc
export NUM_CORES = 4
export LEC_CHECK = 1
export CORE_AREA = 10 10 70 70
export DIE_AREA = 0 0 80 80
[design/flow/constraint.sdc]
current_design HAWK_main

set clk_period 2.0
set clk_io_pct 0.2

create_clock -name clk0 -period $clk_period [get_ports {clk}]

set non_clock_inputs [all_inputs -no_clocks]
set_input_delay [expr $clk_period * $clk_io_pct] -clock clk0 $non_clock_inputs
set_output_delay [expr $clk_period * $clk_io_pct] -clock clk0 [all_outputs]
==> metrics.log <==
[flow] collecting metrics
[metrics] internal cell power: between 700 and 800 uW
[metrics] fraction of layout instances using a drive strength above 1: 26.4%
[metrics] placeable core area: 0.00342 mm^2
[metrics] number of cells on the worst reg-to-reg path: 4
[metrics] top logic cell by instance count in the layout: sky130_fd_sc_hd__buf_4
[metrics] Routed wire per std cell: 10.2 um
[metrics] largest buffer count on any clock path: 2
[metrics] stage-log warning count: 26
[metrics] floorplan core density: between 15 and 20%
[metrics] yosys-reported design area after synthesis: 548 um^2
[metrics] wire length after detailed routing: 1360 um
[metrics] number of warnings issued by yosys: 2
[metrics] clock root buffer: sky130_fd_sc_hd__clkbuf_4
[metrics] filler-free cell count of the finished design: 133
[metrics] Post-Place Cells: 125
[metrics] die width: ~80 um
[metrics] part of the total power dissipated in combinational logic: 62.2%
[metrics] Die Size: about 0.0064 mm^2
[metrics] share of flip-flops with an asynchronous set or reset: approximately half
[metrics] vias in the first global route: 497
[metrics] upper clock frequency limit: 551 MHz
[metrics] post-synthesis cell area: 548 um^2
[metrics] Top-area cell share: between 10% and 20%
[metrics] number of DRC violations after detailed routing: 0
[metrics] io pins: 12
[metrics] total count of max-transition violations in the final report: 0
[metrics] Setup Viol. Count Final: 0
[metrics] startpoint kind of the worst setup timing path: register
[metrics] library cell with the largest summed area after synthesis: sky130_fd_sc_hd__dfrtp_1
[metrics] RSZ-0062 raised after global routing: false
[metrics] post-route setup TNS: 0 ns
[metrics] overall die height: 80 um
[metrics] PnR Total Power: ~1.3 mW
[metrics] distinct cell type count after synthesis: 32
[metrics] outcome: complete, no violations
[metrics] Setup crit end kind: primary output
[metrics] class of the most critical setup path: register to primary output
[metrics] net switching power figure: 493 uW
[metrics] most area-consuming cells after synthesis: sky130_fd_sc_hd__dfrtp_1 18%, sky130_fd_sc_hd__dfxtp_1 15%, sky130_fd_sc_hd__o21ai_0 5.5%, sky130_fd_sc_hd__inv_1 4.8%, sky130_fd_sc_hd__ha_1 4.6%
[metrics] biggest fanout along the worst timing path: 3
[metrics] final count of hold timing violations: 0
[metrics] fraction of power spent switching nets: 39.4%
[metrics] Area growth syn-to-layout: 47.9%
[metrics] final global-route overflow total: 0
[metrics] Final GP Congestion: 0.785
[metrics] synthesized flop and latch total: 8
[metrics] number of iterations in the first detailed-routing pass: 3
[metrics] IO buf count: 11
[metrics] count of flip-flops with a built-in enable after synthesis: 0
[metrics] static leakage: 0.377 nW
[metrics] total power divided by cell area: 1540 mW/mm^2
[metrics] synthesized area per cell: around 8 um^2
[metrics] level count of the clock H-tree: 1
[metrics] via count normalized by instance count: 4.16
[metrics] yosys cell count: about 67
[metrics] share of power burned in the clock network: 10.3%
[metrics] wire length of the first global-routing pass: 2320 um
[metrics] clock latency reported for the late side of the worst-skew pair: 0.25 ns
[metrics] Top cells excl fill/tap: 9 x sky130_fd_sc_hd__buf_4, 7 x sky130_fd_sc_hd__clkdlybuf4s50_1, 6 x sky130_fd_sc_hd__inv_1, 5 x sky130_fd_sc_hd__o21ai_0, 5 x sky130_fd_sc_hd__nand2_1
[metrics] worst IR drop on VDD: 0.385 mV
[metrics] hold crit path type: input port to asynchronous set/reset pin
[metrics] number of nets with antenna violations after routing: 0
[metrics] final antenna diode count: 0
[metrics] cts-stage hold buffer count: 0
[metrics] pin count of the biggest net entering global routing: 13
[metrics] number of vias after detailed routing: between 500 and 600
[metrics] Setup WS post-layout: between 0.15 and 0.2 ns
[metrics] register area share after synthesis: 32.9%
[metrics] critical path required time: 1.60 ns
[metrics] share of the cycle needed by the critical path after routing: 90.7%
[metrics] gate count of the mapped netlist: about 67
[metrics] slew at the pin with the worst max-slew slack: 0.316 ns
[metrics] clock tree from TritonCTS: done
[metrics] pre-CTS setup slack: 0.190 ns
[metrics] row cnt: 21
[metrics] data arrival time at the worst-slack endpoint: 1.41 ns
[metrics] initial antenna violation count: 0
[metrics] GRT Total Usage: 4.24%
[metrics] number of clock sinks seen by CTS: 8
[metrics] FILL cells: around 370
[metrics] total clock buffers created by CTS: 3
[metrics] Clock Skews: 0.00574 ns
[metrics] tightest slew margin relative to the limit: 78.6%
[metrics] Post-synth top flop: sky130_fd_sc_hd__dfxtp_1
[metrics] share of power burned in registers: 27.5%
[metrics] register clock-pin slew on the reported worst setup and hold paths: 0.06 ns
[metrics] initial DRC count: 45
[metrics] minimum period implied by the final worst setup slack: 1.81 ns
[metrics] final standard cell utilization of the core: 23.7%
[metrics] HPWL after detailed placement: between 1000 and 1500 um
[metrics] max-cap check violation count: 0
==> stage by stage <==
stage | cell area (um^2) | hold slack, ns
detailed placement | 731 | 0.544
floorplan | 548 | 0.166
global route | 811 | 0.335
finish | 811 | 0.325
CTS | 788 | 0.325
global placement | 731 | 0.517
==> synthesized netlist by cell type, types with 2 or more instances <==
master	n
sky130_fd_sc_hd__buf_2	3
sky130_fd_sc_hd__dfrtp_1	4
sky130_fd_sc_hd__inv_1	7
sky130_fd_sc_hd__nor2b_1	2
sky130_fd_sc_hd__ha_1	2
sky130_fd_sc_hd__nor2_1	3
sky130_fd_sc_hd__dfxtp_1	4
sky130_fd_sc_hd__mux2i_1	2
sky130_fd_sc_hd__a21oi_1	3
sky130_fd_sc_hd__a22o_1	2
sky130_fd_sc_hd__nand2_1	5
sky130_fd_sc_hd__nand3_1	3
sky130_fd_sc_hd__o21ai_0	6
sky130_fd_sc_hd__nand4_1	3
==> routing by layer <==
metal / track usage [%] / wire length, um / part of all wire [%]
met5: 0 / 0 / 0
met4: 1.41 / 27 / 2.0
met3: 1.82 / 118 / 8.7
met1: 5.89 / 663 / 49
met2: 5.70 / 547 / 40
==> logic make-up (layout without fill, tap and decap cells) <==
logic type,count (synthesis),count (layout),synth area share (%)
compound gates,18,18,22.4
xor+xnor,1,1,1.60
fa+ha+maj,2,2,4.57
buf+inv,12,32,10.3
flops,8,8,32.9
mux,2,2,3.65
simple gates,24,24,24.7
==> timing repair <==
item,CTS,global route
buffers inserted,2,2
setup endpoints to repair,4,3
pin swaps,0,1
hold endpoints to repair,0,0
resized,10,3
==> worst max-delay path, cell delays in order (launching register included) <==
cell                            delay (ns)
sky130_fd_sc_hd__dfrtp_2              0.42
sky130_fd_sc_hd__buf_4                0.13
sky130_fd_sc_hd__or3b_4               0.38
sky130_fd_sc_hd__inv_2                0.05
sky130_fd_sc_hd__dlygate4sd2_1        0.19
==> power by group through the flow <==
stage	sequential, mW	clock (mW)	combinational [mW]
CTS	0.348	0.135	0.775
global route	0.359	0.146	0.888
finish	0.344	0.129	0.778
==> cell type report <==
type | count | area (um^2) | share of cell area (%)
tap | 46 | 57.6 | 7.10
multi-input combinational | 47 | 322 | 39.7
timing repair buffer | 21 | 195 | 24.1
inverter | 7 | 26.3 | 3.24
sequential | 8 | 184 | 22.7
clock buffer | 4 | 26.3 | 3.24
==> final timing paths <==
check	startpoint	to	slack (ns)
min in group clk0	D1.count[3]	D1.count[3]	0.55
setup reg to reg	C1.present_state[2]	C1.present_state[0]	0.43
hold / removal	reset	C1.present_state[1]	0.33
max in group asynchronous	reset	C1.present_state[2]	1.51
setup / recovery	C1.present_state[2]	W	0.19
hold reg to reg	D1.count[3]	D1.count[3]	0.55
==> sequential cells by signal, summed over array words and instances (netlist names) <==
signal	cells
D1.count	4
C1.present_state	4
Power is estimated from default activity; no workload was simulated.
